==> flow/design.v <==
`timescale 1ns / 1ps
module DataMemory(clk, DataAddr, Data, MemWr, B);
	input [31:0] DataAddr, Data;
	input MemWr, clk;
	output reg [31:0] B;
	reg [31:0] Mem[31:0];
	always @(MemWr) begin
		if (MemWr==0) B = Mem[DataAddr];
		end
	integer i;
	initial begin
		for(i=0; i<32; i=i+1) Mem[i]=i+3;
	end
	always@(posedge clk)
		begin
			if(MemWr==1) Mem[DataAddr]=Data;
		end
endmodule
==> flow/run.sh <==
#!/bin/bash
# OpenROAD 26Q1-2900-gdf79404cd8, Yosys 0.63+post, stock flow scripts
make -C /OpenROAD-flow-scripts/flow DESIGN_CONFIG=/design/flow/config.mk WORK_HOME=/design/flow/orfs finish
==> flow/config.mk <==
export PLATFORM = sky130hd
export DESIGN_NAME = DataMemory
export DESIGN_NICKNAME = DataMemory
export VERILOG_FILES = /design/flow/design.v
export SDC_FILE = /design/flow/constraint.sdc
export NUM_CORES = 4
export LEC_CHECK = 1
export CORE_UTILIZATION = 40
==> flow/constraint.sdc <==
current_design DataMemory

set clk_period 4.2
set clk_io_pct 0.2

create_clock -name clk0 -period $clk_period [get_ports {clk}]

set non_clock_inputs [all_inputs -no_clocks]
set_input_delay [expr $clk_period * $clk_io_pct] -clock clk0 $non_clock_inputs
set_output_delay [expr $clk_period * $clk_io_pct] -clock clk0 [all_outputs]
==> results_dict.tcl <==
# implementation run metrics
set metrics [dict create \
    outcome "finished clean" \
    cts_tree "built" \
    drv_cap 0 \
    period_used_share 0.6750 \
    vias 19891 \
    syn_area_per_cell_um2 18.79 \
    design.core.area_um2 98280 \
    hold_path.class "input port to flip-flop" \
    clockBufferDepth 3 \
    drv_slew 0 \
    synth_area_um2 39580 \
    holdPathStages 2 \
    yosys-stat-area_um2 39580 \
    wl_per_cell_um 25.31 \
    unclocked_regs 32 \
    period_minus_slack_ns 2.835 \
    flop_area_um2 31230 \
    untimed_endpoints 64 \
    p_leak_uw 0.01560 \
    ys_cells 2107 \
    yosys_warnings 1 \
    grt_overflow_total 0 \
    fmax_ghz 0.3528 \
    cts_resized 0 \
    post-synth-top-count-cell "edfxtp_1" \
    logic_area_um2 7993 \
    yosys_register_bits 1056 \
    hpwlAfterDp_um 53880 \
    synth_cell_types 23 \
    rsz0062_at_grt "no" \
    crit_required_ns 4.55 \
    fp_util 0.4028 \
    ir_drop_uv 397.6 \
    fillers 7957 \
    maxSlewHeadroom 0.2978 \
    top_cells_by_area "edfxtp_1 78%, mux2i_1 13%, o22ai_1 4.0%" \
    viasPerCell 5.487 \
    p_per_area_nw_per_um2 457.2 \
    gp_congestion 0.8663 \
    largest_area_cell "edfxtp_1" \
    dieArea_um2 100200 \
    routed_wirelength_um 91750 \
    finalSetupTns_ns 0 \
    grt_pass1_vias 20803 \
    synth.top_cell.area_share 0.7769 \
    cts_buffers 101 \
    cts_setup_buffers 0 \
    crit_type "input port to flip-flop" \
    top_cells_by_count "1024 x edfxtp_1, 512 x mux2i_1, 256 x o22ai_1, 81 x buf_2, 64 x nor4_1" \
    grt_pass1_wl_um 134700 \
    layout-drive-gt1-share 0.1237 \
    syn_inst 2107 \
    area_growth_pct 15.35 \
    grt.total_usage 0.2026 \
    async_flop_share 0 \
    crit_fanout 14 \
    setup_viol 0 \
    synth-edff-count 1024 \
    arrival_ns 3.19 \
    ios 98 \
    p_total_uw 20870 \
    drt_iter0_markers 1406 \
    drc 0 \
    cts_htree_levels 3 \
    clkTransAtPathRegs_ns 0.06 \
    cts_hold_buf 0 \
    dieWidth_um 316.6 \
    start_kind "input port" \
    cp-end-kind "flip-flop" \
    io_buffers 70 \
    core.rowCount 115 \
    warnings 56 \
    antenna_found_initial 4 \
    dr.pass1.iters 5 \
    flop_cell "edfxtp_1" \
    cts-root-buf "clkbuf_16" \
    ant_nets 0 \
    grt_max_degree 102 \
    die_h_um 316.6 \
    worstMarginPinSlew_ns 1.044 \
    hold_viol 0 \
]
## logic make-up (layout without fill, tap and decap cells)
group                  Yosys count  after routing  synth area share
buffers and inverters          126            356           0.01830
latches                         32             32           0.01214
other                            0              1                 0
muxes                          512            512            0.1295
AOI/OAI and AO/OA              256            256           0.04046
DFF                           1024           1024            0.7769
and+or+nand+nor                157            157           0.02276
## critical path, stage by stage
cell,delay (ns)
clkdlybuf4s50_1,0.91
nand3b_1,0.45
nor2_4,0.66
buf_4,0.30
## power breakdown
group          internal [uW]  switching [uW]
clock                   4740            3670
combinational            363             652
sequential             11400            36.1
## per-stage QoR
stage	instance area, um^2	hold WS [ns]	setup slack (ns)	cells	util
floorplan	39600	0.9389	0.5462	2107	-
global placement	42550	1.697	0.8290	3439	0.4330
detailed placement	42550	1.702	0.6955	3439	0.4330
CTS	45660	0.9886	1.416	3624	0.4646
global route	45660	1.039	1.252	3624	0.4646
finish	45660	1.023	1.365	3625	0.4646
## sequential cells by signal (all words and copies together), names as in the netlist
name  flops
Mem    1024
B        32
## path summary, 6_finish.rpt
path,from,slack [ns],to
max,DataAddr[2],1.37,Mem[12][9]
min,Data[21],1.02,Mem[23][21]
## layout by cell type (no fill, tap or decap), types with 21 or more instances in the layout
cell	n
o22ai_1	256
edfxtp_1	1024
clkdlybuf4s50_1	68
nor4_1	62
buf_12	21
dlxtn_1	32
clkinv_1	24
mux2i_1	512
clkbuf_16	101
nor2_4	28
nand2_1	34
buf_4	80
clkbuf_1	23
## area by class of cell
cell class / count / share of cell area
sequential: 1056 / 0.6840
multi-input combinational: 925 / 0.1751
clock buffer: 124 / 0.05725
timing repair buffer: 171 / 0.03771
tap: 1287 / 0.03527
clock inverter: 61 / 0.01066
antenna: 1 / 0.00005481
## per-layer routing
metal,GRT usage,routed length (um),vias to the layer above,share of wire
li1,-,-,8899,-
met4,0.04240,2242,8,0.024
met5,0.005682,78,-,0.00085
met2,0.2968,43010,1066,0.47
met3,0.1419,13900,124,0.15
met1,0.2584,32510,9794,0.35
Power and IR drop assume default switching activity.
