<file path="design/flow/config.mk">
export PLATFORM = sky130hd
export DESIGN_NAME = Control
export DESIGN_NICKNAME = Control
export VERILOG_FILES = /design/flow/design.v
export SDC_FILE = /design/flow/constraint.sdc
export NUM_CORES = 4
export LEC_CHECK = 1
export CORE_AREA = 10 10 70 70
export DIE_AREA = 0 0 80 80
</file>
<file path="design/flow/constraint.sdc">
current_design Control

set clk_period 1.4
set clk_io_pct 0.2

create_clock -name clk0 -period $clk_period

set non_clock_inputs [all_inputs -no_clocks]
set_input_delay [expr $clk_period * $clk_io_pct] -clock clk0 $non_clock_inputs
set_output_delay [expr $clk_period * $clk_io_pct] -clock clk0 [all_outputs]
</file>
<file path="design/flow/design.v">
`timescale 1ns / 1ps
module Control(op, RegDst, ALUSrcB, ALUOp, RegWrite, MemtoReg, MemWr, PCSource);
	input [5:0] op;
	output RegDst, ALUSrcB, ALUOp, RegWrite, MemtoReg, MemWr, PCSource;
	assign RegDst = (op == 6'b000000) ? 1 : 0;
	assign ALUSrcB = (op == 6'b100011 || op == 6'b101011) ? 1 : 0;
	assign ALUOp = (op == 6'b000010) ? 0 : 1;
	assign RegWrite = (op == 6'b000000 || op == 6'b100011) ? 1 : 0;
	assign MemtoReg = (op == 6'b100011) ? 1 : 0;
	assign MemWr = (op == 6'b101011) ? 1 : 0;
	assign PCSource = (op == 6'b000010) ? 1 : 0;
endmodule
</file>
<file path="design/flow/run.sh">
#!/bin/bash
# OpenROAD 26Q1-2900-gdf79404cd8, Yosys 0.63+post, stock flow scripts
make -C /OpenROAD-flow-scripts/flow DESIGN_CONFIG=/design/flow/config.mk WORK_HOME=/design/flow/orfs finish
</file>
==> Implementation_results.wiki <==
=== Physical design figures ===
{| class="wikitable"
! Metric !! Value
|-
| Post-synth design cell area || 81.33 µm²
|-
| Min-delay worst type || in -> out
|-
| Final Routed Wirelength || 561 µm
|-
| Initial antenna violation count || 0
|-
| Outcome || finished with violations
|-
| WL met3 || 100 µm
|-
| Warning total across the stage logs || 34
|-
| Total track usage || 1.662%
|-
| Pin slew with the least headroom to its limit || 0.1701 ns
|-
| Most area-consuming cells after synthesis || sky130_fd_sc_hd__nor4_2 (15%), sky130_fd_sc_hd__or3_1 (15%), sky130_fd_sc_hd__nand3_1 (12%), sky130_fd_sc_hd__nor3_1 (12%), sky130_fd_sc_hd__nand4b_1 (11%)
|-
| Post-synthesis cell type count || 9
|-
| Sequential element share of the synthesized area || 0%
|-
| Setup WS post-layout || -0.01094 ns
|-
| Top Ports || 13
|-
| DPL Wire Length || 446.5 µm
|-
| Largest net degree at the start of global routing || 7
|-
| Count of input and output buffers || 13
|-
| Die X || 80 µm
|-
| M1 wire length || 242 µm
|-
| Max frequency || 708.7 MHz
|-
| Final routed wire length divided by cell count || 6.926 µm
|-
| Wire length of the first global-routing pass || 945 µm
|-
| Power density cells || 175.2 nW/µm²
|-
| Share of final-layout standard cells stronger than drive strength 1 || 80.00%
|-
| Setup repair after global routing missed its margin || yes
|-
| Cell breakdown of the critical path || buf_6, or3_4, buf_6, nor4_4, buf_2
|-
| Crit path required time || 1.12 ns
|-
| Hold violation total from the final report || 0
|-
| Maximum VDD drop || 0.00002548 V
|-
| Category of the critical setup timing path || in -> out
|-
| Type of origin of the critical path || input port
|-
| Number of warnings printed during yosys synthesis || 0
|-
| Static leakage power || 0.1450 nW
|-
| Iter 0 DRT Violations || 3
|-
| Worst rel slew slack || 88.57%
|-
| Violated checks || negative setup slack
|-
| Core utilization before placement || 2.381%
|-
| Chip Area, Yosys || 81.33 µm²
|-
| Placement-stage worst setup slack || -0.6636 ns
|-
| Residual DRC count || 0
|-
| Hold slack || 0.8300 ns
|-
| Flop count || 0
|-
| Multi-input gate area || 133.9 µm²
|-
| Biggest area consumer among synthesized cells || sky130_fd_sc_hd__nor4_2
|-
| Area growth from synthesis to layout || 356.9%
|-
| Top area contributor share || 15.38%
|-
| Remaining number of nets flagged by the antenna check after routing || 0
|-
| Syn avg cell area || 6.256 µm²
|-
| CP arrival || 1.13 ns
|-
| Number of maximum-capacitance violations || 0
|-
| Sequential Area || 0 µm²
|-
| Max-slew violation total from the final report || 0
|-
| Number of cells in the yosys synthesis report || 13
|-
| Synth Instances || 13
|-
| Endpoint type of the worst setup path || primary output
|-
| Maximum fanout along the worst path || 3
|-
| TNS Setup || -0.01094 ns
|-
| Vias after detailed routing || 195
|-
| Via/cell ratio || 2.407
|-
| Highest metal used || met3
|-
| Met2 WL post-DR || 217 µm
|-
| Vertical die size || 80 µm
|-
| Minimum period implied by the final worst setup slack || 1.411 ns
|-
| Site Rows || 21
|-
| Final period utilization || 100.8%
|-
| Critical path's largest stage delay || 0.39 ns
|-
| Overflow after GRT || 0
|-
| Core region area || 3416 µm²
|-
| Crit-path slowest cell || sky130_fd_sc_hd__or3_4
|-
| Diode count || 0
|-
| Final-report setup violation count || 1
|-
| Worst path most repeated cell || sky130_fd_sc_hd__buf_6
|-
| Number of iterations in the first detailed-routing pass || 4
|-
| Number of clock buffer instances in the layout || 0
|-
| Vias in the first global route || 208
|-
| Chip footprint || 6400 µm²
|-
| Routability congestion estimate || 0.7297
|-
| Filler Cell Count || 395
|}
[metrics by stage]
step / cells / area, µm² / util (%) / total power [mW]
2_1_floorplan: 13 / 81.33 / - / 0.006912
3_3_place_gp: 79 / 321.6 / 9.414 / 0.04966
3_5_place_dp: 79 / 321.6 / 9.414 / 0.05038
4_1_cts: 82 / 367.9 / 10.77 / 0.06237
5_1_grt: 81 / 371.6 / 10.88 / 0.07086
6_report: 81 / 371.6 / 10.88 / 0.06512
[power breakdown]
part           internal, mW  switching (mW)
combinational        0.0388          0.0264
clock                     0               0
sequential                0               0
total                0.0388          0.0264
[cells by family after synthesis]
group,after synthesis,synth area share (%)
compound gates,1,6.148
simple gates,12,93.85
[worst max-delay path, delay by kind of cell]
| kind | cells | cell delay (ns) |
|---|---|---|
| buffers and inverters | 3 | 0.36 |
| AND/OR/NAND/NOR | 2 | 0.50 |
[final cells by class]
| type | count | area share, % |
|---|---|---|
| tap | 46 | 15.49 |
| timing repair buffer | 22 | 48.48 |
| multi-input combinational | 13 | 36.03 |
[metal layers]
metal	vias to the layer above	global-route usage, %
li1	99	-
met1	86	2.044
met2	10	2.648
met3	0	0.9091
met4	0	0
met5	-	0
[path summary, 6_finish.rpt]
path / startpoint / endpoint / slack (ns) / depth (start not counted)
setup / recovery: op[4] / RegDst / -0.01 / 5
hold / removal: op[3] / ALUOp / 0.83 / 4
[timing repair]
action / 4_1_cts / 5_1_grt
buffers inserted: 5 / 0
hold buffers: 0 / 0
pin swaps: 9 / 5
gates resized: 55 / 6
endpoints found under the setup margin: 7 / 4
[placed cells by master, fill, tap and decap left out, types with 2 or more instances in the layout]
cell                            count
sky130_fd_sc_hd__buf_2              5
sky130_fd_sc_hd__buf_4              7
sky130_fd_sc_hd__buf_6              4
sky130_fd_sc_hd__dlygate4sd2_1      2
sky130_fd_sc_hd__nand3_1            2
sky130_fd_sc_hd__or3_4              2
[cell usage after synthesis, drive strengths merged]
| cell type | number |
|---|---|
| a21oi | 1 |
| and3 | 1 |
| nand3 | 2 |
| nand4b | 1 |
| nor2 | 2 |
| nor3 | 2 |
| nor3b | 1 |
| nor4 | 1 |
| or3 | 2 |
No activity file was given, so power comes from the tool's default toggle rates.
