## flow/config.mk

```make
export PLATFORM = sky130hd
export DESIGN_NAME = InstructionMemory
export DESIGN_NICKNAME = InstructionMemory
export VERILOG_FILES = /design/flow/design.v
export SDC_FILE = /design/flow/constraint.sdc
export NUM_CORES = 4
export LEC_CHECK = 1
export CORE_AREA = 10 10 70 70
export DIE_AREA = 0 0 80 80
```

## flow/constraint.sdc

```tcl
current_design InstructionMemory

set clk_period 1.3
set clk_io_pct 0.2

create_clock -name clk0 -period $clk_period

set non_clock_inputs [all_inputs -no_clocks]
set_input_delay [expr $clk_period * $clk_io_pct] -clock clk0 $non_clock_inputs
set_output_delay [expr $clk_period * $clk_io_pct] -clock clk0 [all_outputs]
```

## flow/design.v

```verilog
`timescale 1ns / 1ps
module InstructionMemory(PC, MemWr, op, rs, rt, rd, offset, jump);
	input [31:0] PC;
	input MemWr;
	output [5:0] op;
	output [4:0] rs, rt, rd;
	output [31:0] offset;
	output [25:0] jump;
	reg [31:0] mem[0:16];
	initial begin
		mem[0] = 32'b 000000_00000_00000_0000000000000000;
		mem[1] = 32'b 100011_00010_00000_0000000000000111;
		mem[2] = 32'b 100011_00010_00001_0000000000001111;
		mem[3] = 32'b 000000_00000_00001_0000000000000000;
		mem[4] = 32'b 000010_00000_00000_0000000000000001;
		mem[5] = 32'b 000000_00000_00000_0000000000000000;
		mem[6] = 32'b 101011_00010_00000_0000000000000001;
		mem[7] = 32'b 000000_00000_00000_0000000000000000;
		mem[8] = 32'b 101011_00010_00000_0000000000000010;
		mem[9] = 32'b 000000_00000_00000_0000000000000000;
		mem[10] = 32'b 101011_00010_00000_0000000000000011;
		mem[11] = 32'b 100011_00010_00000_0000000000000010;
		mem[12] = 32'b 100011_00010_00001_0000000000000011;
		mem[13] = 32'b 000000_00000_00001_0000000000000000;
		mem[14] = 32'b 000000_00000_00000_0000000000000000;
		mem[15] = 32'b 000000_00000_00000_0000000000000000;
		mem[16] = 32'b 000000_00000_00000_0000000000000000;
	end
	assign op = mem[PC][31:26];
	assign rs = mem[PC][25:21];
	assign rt = mem[PC][20:16];
	assign rd = mem[PC][15:11];
	assign offset = {16'b0, mem[PC][15:0]};
	assign jump = mem[PC][25:0];
endmodule
```

## flow/run.sh

```bash
#!/bin/bash
# OpenROAD 26Q1-2900-gdf79404cd8, Yosys 0.63+post, stock flow scripts
make -C /OpenROAD-flow-scripts/flow DESIGN_CONFIG=/design/flow/config.mk WORK_HOME=/design/flow/orfs finish
```

==> flow_metrics.py <==
# Generated from Yosys and OpenROAD reports
metrics = {
    "outcome": {
        "outcome": "complete, but fails checks",
        "violations": "setup timing",
    },
    "timing": {
        "holdWs_ns": 0.941,
        "drv_slew": 0,
        "fin_ws_ns": -0.272,
        "grt_setup_unrepaired": "true",
        "clock.fmax_ghz": 0.636,
        "hold_viol": 0,
        "finalClockPeriodUsage_pct": 121,
        "setup-violations-final": 14,
        "min_period_ns": 1.57,
    },
    "grt": {
        "grtUsageTotal_pct": 5.07,
        "overflow": 0,
        "grt_pass1_wl_um": 2820,
        "antenna_found_initial": 0,
        "grt_max_degree": 7,
        "grt_pass1_vias": 605,
    },
    "final_layout": {
        "final_util_pct": 26.6,
        "clkbuf_count": 0,
        "instances_no_fill": 172,
        "flop-count": 0,
        "drive_gt1_share_pct": 42.1,
        "final_area_um2": 907,
        "fillers": 379,
        "area_growth_pct": 22.1,
        "seq_area_um2": 0,
    },
    "synthesis": {
        "ys_top_cells_by_count": "71 x buf_4, 3 x a21oi_1, 3 x and2_1, 3 x inv_1",
        "ys_chip_area_um2": 743,
        "yosysSeqAreaShare_pct": 0,
        "synth.avg_cell_area_um2": 7.51,
        "synth_cell_types": 18,
        "syn-cell-area_um2": 743,
        "synth_cells": 99,
        "synth.most_common_cell": "buf_4",
        "ys_cells": 99,
        "top_cell_area_share_pct": 71.7,
        "yosys_warnings": 1,
        "top_area_cell": "buf_4",
        "synthTopCellsByArea": "buf_4 72%, ha_1 3.4%, buf_6 3.0%",
    },
    "place": {
        "dpl-instance-area_um2": 779,
        "hpwl_um": 1580,
        "place_congestion": 0.833,
        "place_ws_ns": -1.10,
        "dpl.cell_count": 163,
        "port-buffer-count": 21,
    },
    "drt": {
        "wl_per_cell_um": 11.0,
        "routed_via_density": 2.90,
        "drc": 0,
        "drt_iter0_drc": 15,
        "drt.antenna.violating_nets": 0,
        "dr.pass1.iters": 2,
        "n_antenna_cell": 0,
        "vias": 498,
        "wl_um": 1900,
    },
    "run": {
        "cap_violations": 0,
        "warnings": 64,
    },
    "critical_path": {
        "crit_type": "in2out",
        "end_kind": "output pin",
        "crit_arrival_ns": 1.31,
        "worst_setup_path_start_kind": "primary input",
        "cp_max_fo": 3,
        "worstPathRequired_ns": 1.04,
    },
    "min_path": {
        "hp-start": "PC[3]",
        "hp-class": "in2out",
        "whs_path_depth": 4,
        "worstHoldEndpoint": "jump[16]",
    },
    "floorplanning": {
        "pin_count": 112,
        "rows": 21,
        "fp_util_pct": 21.8,
        "die_w_um": 80,
        "die_h_um": 80,
        "die_area_um2": 6400,
        "core-area_um2": 3420,
    },
    "power_and_ir_drop": {
        "p_leak_nw": 0.526,
        "vdd_drop_max_v": 0.0000528,
        "power_density_nw_per_um2": 238,
    },
}
-- power by group --
part	internal, W	switching [W]
Sequential	0	0
Combinational	0.000129	0.0000871
Clock	0	0
Total	0.000129	0.0000871
-- kinds of logic (layout without fill, tap and decap cells) --
family | after synthesis | after routing | synth area share [%]
mux | 3 | 3 | 6.06
fa+ha+maj | 2 | 2 | 3.37
simple gates | 11 | 11 | 8.25
buf+inv | 76 | 41 | 76.3
compound gates | 6 | 6 | 5.56
other cells | 1 | 63 | 0.505
-- what timing repair did --
action | in CTS | in global routing
buffers inserted | 10 | 1
resized | 89 | 8
endpoints found under the setup margin | 16 | 16
pin swaps | 13 | 5
gates cloned | 0 | 0
hold buffers | 0 | 0
hold endpoints to repair | 0 | 0
-- how the worst max path moves through the flow --
stage                  from  endpoint  cells after the start
after global routing  PC[0]     rs[1]                      7
final                 PC[1]   jump[0]                      6
after CTS             PC[1]   jump[0]                      7
-- critical path, cell delays in order --
cell and delay [ns]:
buf_12 0.10, inv_12 0.03, ha_4 0.23, mux4_2 0.44
and2_4 0.15, buf_2 0.10
-- placed cells by master, fill, tap and decap left out, types with 2 or more instances in the layout --
master         count
buf_4              9
buf_2             14
a21oi_4            2
dlygate4sd2_1      2
and2_4             3
buf_6             10
ha_4               2
conb_1            63
nand2_1            2
nor2_1             2
-- final cells by class --
type	count	area (µm²)	area share, %
repair buffers	38	313	34.5
inverters	3	28.8	3.17
multi-input cells	85	508	56.0
well taps	46	57.6	6.34
-- metal layers --
metal  share of wire (%)  GRT usage (%)
met1                  38           5.57
met2                  51           9.79
met3                  11           1.48
met4                   0              0
met5                   0              0
-- through the flow --
stage,setup TNS (ns),total power [W]
4_1_cts,-4.12,0.000210
3_5_place_dp,-15.75,0.000174
6_report,-2.67,0.000216
2_1_floorplan,-0.191,0.000210
3_3_place_gp,-15.80,0.000175
5_1_grt,-3.25,0.000244
No activity file was given, so power comes from the tool's default toggle rates.
